==> design/flow/design.v <==
module setclock(cset,h,m,s,inHh,inHl,inmh,inml,insh,insl,Hh,Hl,mh,ml,sh,sl);
	input cset;
	input h,m,s;
	input[3:0] inHh;
	input[3:0] inHl;
	input[3:0] inmh;
	input[3:0] inml;
	input[3:0] insh;
	input[3:0] insl;
	output[3:0] Hh;
	output[3:0] Hl;
	output[3:0] mh;
	output[3:0] ml;
	output[3:0] sh;
	output[3:0] sl;
	reg[3:0] Hh;
	reg[3:0] Hl;
	reg[3:0] mh;
	reg[3:0] ml;
	reg[3:0] sh;
	reg[3:0] sl;
 always@(posedge h)
	begin
		if(h)
			begin
				if(Hl==9)
					begin
						Hl<=0;
						Hh<=Hh+1;
					end
				else if(Hh==2&&Hl==3)
					begin
						Hl<=0;
						Hh<=0;
					end
				else
					Hl<=Hl+1;
			end
		else
			begin
			end
	end
 always@(posedge m)
	begin
		if(m)
			begin
				if(ml==9)
				begin
					ml<=0;
					if(mh==5)
						mh<=0;
					else
						mh<=mh+1;
				end
				else 
					ml<=ml+1;	
			end
		else
			begin
			end
	end
 always@(posedge s)
	begin
		if(s)
			begin
				if(sl==9)
				begin
					sl<=0;
					if(sh==5)
						sh<=0;
					else
						sh<=sh+1;
				end
				else 
					sl<=sl+1;
			end
		else 
			begin
			end
	end
endmodule
==> design/flow/run.sh <==
#!/bin/bash
# OpenROAD 26Q1-2900-gdf79404cd8, Yosys 0.63+post, stock flow scripts
make -C /OpenROAD-flow-scripts/flow DESIGN_CONFIG=/design/flow/config.mk WORK_HOME=/design/flow/orfs finish
==> design/flow/config.mk <==
export PLATFORM = sky130hd
export DESIGN_NAME = setclock
export DESIGN_NICKNAME = setclock
export VERILOG_FILES = /design/flow/design.v
export SDC_FILE = /design/flow/constraint.sdc
export NUM_CORES = 4
export LEC_CHECK = 1
export CORE_AREA = 10 10 86 86
export DIE_AREA = 0 0 96 96
==> design/flow/constraint.sdc <==
current_design setclock

set clk_period 2.6
set clk_io_pct 0.2

create_clock -name clk0 -period $clk_period [get_ports {h}]
create_clock -name clk1 -period $clk_period [get_ports {m}]
create_clock -name clk2 -period $clk_period [get_ports {s}]

set non_clock_inputs [all_inputs -no_clocks]
set_input_delay [expr $clk_period * $clk_io_pct] -clock clk0 $non_clock_inputs
set_output_delay [expr $clk_period * $clk_io_pct] -clock clk0 [all_outputs]
==> results.cfg <==
; physical design summary
[pwr]
pwr_density_cell_nw_per_um2 = 544
cellLeakagePower_nw = 0.603
peakVddDrop_mv = 0.284

[global_routing]
gr-max-usage-layer = met2
largest_net_degree_at_the_start_of_global_routing = 9
globalRoute.totalOverflow = 0
gr-usage-met3_pct = 2.20
grt_usage_pct = 4.41
antenna_found_initial = 0
groute.layer.met2.usage_pct = 6.33
global_route.usage.met1_pct = 5.57
grt_first_pass_wirelength_mm = 3.31
number_of_global_route_vias_before_repair = 751

[layout]
multi_input_comb_area_um2 = 449
syn_to_final_growth_pct = 42.3
layout-drive-gt1-share_pct = 8.03
final_cell_count_no_fill = 209
layout.filler_cells = 581
final-seq-area_um2 = 601
layout.core_utilization_pct = 28.0

[sta]
finalSetupViolCount = 0
slew-limit-headroom_pct = 64.2
skew_ns = 0.00495
timing.final.max_slew_violations = 0
final-hold-violation-count = 0
rsz_0062_raised_after_global_routing = no
finalSetupTns_ns = 0
worst_slew_pin_slew_ns = 0.535

[floorplanning]
floorplan.initialDensity_pct = 19.7
ioPinCount = 52
placeable_core_region_um2 = 5540
die_y_um = 96
floorplan.die_area_um2 = 9220
row_count = 27
die_width_um = 96

[synth]
ys.flops = 24
ys.warnings.count = 1
synth-area-yosys_um2 = 1090
mappedNetlistArea_um2 = 1090
seq_area_frac_synth_pct = 55.0
yosys_cells = 102
syn_avg_cell_area_um2 = 10.7
postSynthCellCount = 102
synth.lib_cells_used.distinct = 19

[clock_network]
cts_tree = yes
cts_hold_repair.buffers = 0
post_cts.resized_instances = 0
clock_slew_at_the_register_clock_pins_of_the_worst_setup_and_hold_paths_ns = 0.04
cts.sinks = 24
cts_setup_buffers = 0

[route]
post_detailed_route_count_of_antenna_violating_nets = 0
first_pass_iteration_count_of_the_detailed_router = 2
wl_mm = 2.05
antennaDiodeCount = 0
drt-vias-per-instance = 3.78
routed-via-count = 789
drc = 0
wl_per_cell_um = 9.83
detailedRoute.firstIterationViolations = 10

[run_status]
run_status = completed

[placed_design]
routabilityCongestion = 0.749
port-buffer-count = 24
dp_hpwl_mm = 1.58
place_inst = 198

[worst_setup_path]
critPathRequiredTime_ns = 2.49
endpoint_kind = flop
critical_path_peak_fanout = 8
startpoint_type = flop
critical_path_class = reg2reg
cp.arrival_ns = 1.71
worst-r2r-setup-slack_ns = 0.78

[run]
max-cap-violations = 0
log.warning_count = 57

[hold_path]
min-delay-path-class = reg2reg
==> stage by stage <==
stage	worst slack, ns	total power (W)	hold slack (ns)	area [um^2]
2_1_floorplan	0.962	0.000402	0.433	1090
3_5_place_dp	0.758	0.000402	0.467	1420
5_1_grt	0.668	0.000879	0.493	1550
4_1_cts	0.751	0.000858	0.480	1550
6_report	0.778	0.000845	0.476	1550
3_3_place_gp	0.761	0.000402	0.467	1420
==> power breakdown <==
| part | switching, W | leakage (nW) | internal, W |
|---|---|---|---|
| Sequential | 0 | 0.236 | 0.000395 |
| Clock | 0.000138 | 0.0671 | 0.000312 |
| Combinational | 0 | 0.299 | 0 |
| Total | 0.000138 | 0.603 | 0.000707 |
==> area by class of cell <==
cell class / count / share of cell area [%]
Timing Repair Buffer: 24 / 15.5
Clock buffer: 11 / 8.46
Inverter: 11 / 2.66
Tap cell: 72 / 5.80
Multi-Input combinational cell: 67 / 28.9
Sequential cell: 24 / 38.7
==> kinds of logic (layout without fill, tap and decap cells) <==
| logic type | after synthesis | in the layout | share of synthesized area (%) |
|---|---|---|---|
| buf+inv | 11 | 46 | 3.78 |
| xor+xnor | 6 | 6 | 4.82 |
| fa+ha+maj | 12 | 12 | 13.8 |
| flops | 24 | 24 | 55.0 |
| simple gates | 41 | 41 | 17.9 |
| compound gates | 8 | 8 | 4.70 |
==> metal layers <==
metal / share of wire, % / wire, um / vias up
met5: 0 / 0 / -
met4: 1.6 / 32 / 0
met3: 10 / 209 / 4
met2: 45 / 930 / 18
met1: 43 / 881 / 359
li1: - / - / 408
==> sequential cells by signal, indices dropped and copies added (netlist names) <==
register  cells
Hh            4
Hl            4
mh            4
ml            4
sh            4
sl            4
==> cells in the mapped netlist, drive strengths merged <==
cell type  number  area [um^2]
dfxtp          12          240
nand2           2         7.51
ha             12          150
inv            11         41.3
a21o            3         22.5
o21ai           4         23.8
nor2           21         78.8
xnor2           4         35.0
nor3            2         10.0
edfxtp         12          360
or2b            1         8.76
a21oi           1         5.00
or4b            1         10.0
nand3b          1         7.51
nand3           8         40.0
nand2b          4         25.0
xor2            2         17.5
nor3b           1         7.51
==> cell usage in the layout, fill, tap and decap left out, drive strengths merged <==
cell type / instances
a21o: 3
a21oi: 1
clkbuf: 11
clkdlybuf4s50: 24
dfxtp: 12
edfxtp: 12
ha: 12
inv: 11
nand2: 2
nand2b: 4
nand3: 8
nand3b: 1
nor2: 21
nor3: 2
nor3b: 1
o21ai: 4
or2b: 1
or4b: 1
xnor2: 4
xor2: 2
==> worst max-delay path, stage by stage (launching register included) <==
cell                       delay [ns]
sky130_fd_sc_hd__edfxtp_1        0.45
sky130_fd_sc_hd__inv_1           0.09
sky130_fd_sc_hd__ha_1            0.13
sky130_fd_sc_hd__or4b_1          0.46
sky130_fd_sc_hd__o21ai_2         0.35
==> final timing paths <==
check / from / end / depth (start not counted)
min in group clk2: sl[0]$_SDFF_PN0_ / sl[0]$_SDFF_PN0_ / 1
hold reg to reg: Hl[0]$_SDFF_PP0_ / Hl[0]$_SDFF_PP0_ / 1
max in group clk2: sl[0]$_SDFF_PN0_ / sh[1]$_SDFFCE_PN0N_ / 3
setup reg to reg: Hh[0]$_SDFFCE_PP0P_ / Hh[3]$_SDFFCE_PP0P_ / 4
max in group clk1: ml[0]$_SDFF_PN0_ / mh[2]$_SDFFCE_PN0N_ / 3
setup / recovery: Hh[0]$_SDFFCE_PP0P_ / Hh[3]$_SDFFCE_PP0P_ / 4
min in group clk1: ml[0]$_SDFF_PN0_ / ml[0]$_SDFF_PN0_ / 1
hold / removal: Hl[0]$_SDFF_PP0_ / Hl[0]$_SDFF_PP0_ / 1
Power figures rest on the tool's default switching activity, not on a simulated workload.
